<file path="/design/flow/run.sh">
#!/bin/bash
# OpenROAD 26Q1-2900-gdf79404cd8, Yosys 0.63+post, stock flow scripts
make -C /OpenROAD-flow-scripts/flow DESIGN_CONFIG=/design/flow/config.mk WORK_HOME=/design/flow/orfs finish
</file>
<file path="/design/flow/config.mk">
export PLATFORM = sky130hd
export DESIGN_NAME = alu_core
export DESIGN_NICKNAME = alu_core
export VERILOG_FILES = /design/flow/design.v
export SDC_FILE = /design/flow/constraint.sdc
export NUM_CORES = 4
export LEC_CHECK = 1
export CORE_UTILIZATION = 30
</file>
<file path="/design/flow/constraint.sdc">
current_design alu_core

set clk_period 42.1
set clk_io_pct 0.2

create_clock -name clk0 -period $clk_period

set non_clock_inputs [all_inputs -no_clocks]
set_input_delay [expr $clk_period * $clk_io_pct] -clock clk0 $non_clock_inputs
set_output_delay [expr $clk_period * $clk_io_pct] -clock clk0 [all_outputs]
</file>
<file path="/design/flow/design.v">
module alu (
    input  [31:0] a,           
    input  [31:0] b,           
    input  [ 3:0] alu_ctrl,    
    output reg [31:0] result,  
    output zero                
);
    localparam ADD  = 4'b0000;
    localparam SUB  = 4'b0001;
    localparam AND  = 4'b0010;
    localparam OR   = 4'b0011;
    localparam XOR  = 4'b0100;
    localparam SLL  = 4'b0101;   
    localparam SRL  = 4'b0110;   
    localparam SRA  = 4'b0111;   
    localparam SLT  = 4'b1000;   
    localparam SLTU = 4'b1001;   
    always @(*) begin
        case (alu_ctrl)
            ADD  : result = a + b;
            SUB  : result = a - b;
            AND  : result = a & b;
            OR   : result = a | b;
            XOR  : result = a ^ b;
            SLL  : result = a << b[4:0];
            SRL  : result = a >> b[4:0];
            SRA  : result = $signed(a) >>> b[4:0];
            SLT  : result = ($signed(a) < $signed(b)) ? 32'd1 : 32'd0;
            SLTU : result = (a < b) ? 32'd1 : 32'd0;
            default: result = 32'd0;
        endcase
    end
    assign zero = (result == 32'd0);
endmodule
module control (
    input  [ 6:0] opcode,      
    input  [ 2:0] funct3,      
    input         funct7_5,    
    output reg [ 3:0] alu_ctrl,
    output reg reg_write,      
    output reg mem_read,       
    output reg mem_write,      
    output reg mem_to_reg,     
    output reg branch,         
    output reg alu_src         
);
    localparam OP_REG    = 7'b0110011;  
    localparam OP_IMM    = 7'b0010011;  
    localparam OP_LOAD   = 7'b0000011;  
    localparam OP_STORE  = 7'b0100011;  
    localparam OP_BRANCH = 7'b1100011;  
    always @(*) begin
        alu_ctrl  = 4'b0000;  
        reg_write = 0;
        mem_read  = 0;
        mem_write = 0;
        mem_to_reg= 0;
        branch    = 0;
        alu_src   = 0;
        case (opcode)
            OP_REG: begin
                reg_write = 1;
                alu_src   = 0;  
                case (funct3)
                    3'b000: alu_ctrl = funct7_5 ? 4'b0001 : 4'b0000;  
                    3'b111: alu_ctrl = 4'b0010;  
                    3'b110: alu_ctrl = 4'b0011;  
                    3'b100: alu_ctrl = 4'b0100;  
                    3'b001: alu_ctrl = 4'b0101;  
                    3'b101: alu_ctrl = funct7_5 ? 4'b0111 : 4'b0110;  
                    3'b010: alu_ctrl = 4'b1000;  
                    3'b011: alu_ctrl = 4'b1001;  
                    default: alu_ctrl = 4'b0000;
                endcase
            end
            OP_IMM: begin
                reg_write = 1;
                alu_src   = 1;  
                case (funct3)
                    3'b000: alu_ctrl = 4'b0000;  
                    3'b111: alu_ctrl = 4'b0010;  
                    3'b110: alu_ctrl = 4'b0011;  
                    3'b100: alu_ctrl = 4'b0100;  
                    3'b001: alu_ctrl = 4'b0101;  
                    3'b101: alu_ctrl = funct7_5 ? 4'b0111 : 4'b0110;  
                    3'b010: alu_ctrl = 4'b1000;  
                    3'b011: alu_ctrl = 4'b1001;  
                    default: alu_ctrl = 4'b0000;
                endcase
            end
            OP_LOAD: begin
                reg_write  = 1;
                mem_read   = 1;
                mem_to_reg = 1;
                alu_src    = 1;
                alu_ctrl   = 4'b0000;  
            end
            OP_STORE: begin
                mem_write = 1;
                alu_src   = 1;
                alu_ctrl  = 4'b0000;  
            end
            OP_BRANCH: begin
                branch   = 1;
                alu_src  = 0;
                alu_ctrl = 4'b0001;  
            end
        endcase
    end
endmodule
module alu_core (
    input  [31:0] instruction,  
    input  [31:0] rs1_data,     
    input  [31:0] rs2_data,     
    input  [31:0] imm,          
    output [31:0] alu_result,   
    output        zero,         
    output        reg_write,    
    output        mem_read,     
    output        mem_write,    
    output        mem_to_reg,   
    output        branch        
);
    wire [6:0] opcode   = instruction[6:0];
    wire [2:0] funct3   = instruction[14:12];
    wire       funct7_5 = instruction[30];
    wire [3:0] alu_ctrl;
    wire       alu_src;
    wire [31:0] alu_b;   
    control ctrl (
        .opcode    (opcode),
        .funct3    (funct3),
        .funct7_5  (funct7_5),
        .alu_ctrl  (alu_ctrl),
        .reg_write (reg_write),
        .mem_read  (mem_read),
        .mem_write (mem_write),
        .mem_to_reg(mem_to_reg),
        .branch    (branch),
        .alu_src   (alu_src)
    );
    assign alu_b = alu_src ? imm : rs2_data;
    alu datapath (
        .a        (rs1_data),
        .b        (alu_b),
        .alu_ctrl (alu_ctrl),
        .result   (alu_result),
        .zero     (zero)
    );
endmodule
</file>
==> summary.txt <==
Notes on the flow run.

- After synthesis, the chip area reported by Yosys is 11,100 um2.
- Entering global routing, the biggest net connects 49 pins.
- The iteration count recorded for the first detailed-route pass is 6.
- In the routed layout, each cell is associated on average with a via count of 6.87.
- The library cell used most frequently in the layout, excluding fill and tap cells, is nand2_1.
- According to the cell report, flip-flops and latches in the layout number 0.
- The flow ran to the end, and the final reports show no timing, DRC or antenna violations.
- The post-CTS hold buffer count recorded in the log is 0.
- The number of global-route vias before repair came to 14,400.
- Antenna repair during routing inserted a diode count of 0.
- The worst path meets setup with 17.86 ns of slack.
- The routed layout has 15,800 vias.
- The fraction of the cycle the final worst path needs is 57.6%, for reference.
- The top-level port count is 166, for reference.
- The number of antenna violations at the first check in global routing is 3, for reference.
- For the worst setup path, the data arrival time is 15.82 ns.
- After detailed routing, the total wire length is 75,900 um.
- The top cell type's share of synthesized area is 10.6%, for reference.
- The remaining number of nets flagged by the antenna check after routing is 0, for reference.
- In the final timing run, aggregate negative setup slack is 0 ns.
- The largest individual stage delay along the critical path comes from the cell and4bb_4.
- The yosys stat cell total is 1,748, for reference.
- The post-synth design cell area is 11,100 um2, for reference.
- The critical-path maximum fanout is 44, for reference.
- Setup repair after global routing left no endpoint under its margin.
- In this run the post-CTS setup repair buffer count came out at 0.
- Timing would allow up to 41.3 MHz.
- The cell sequence reported for the critical path is clkdlybuf4s50_1 -> and4bb_4 -> nand3_2 -> nand2_4 -> buf_4 -> inv_2 -> fa_1 -> nor2b_1 -> o221a_2 -> o211ai_1 -> o21ai_0 -> o22ai_1 -> a211oi_1 -> a21oi_1 -> nor4_1 -> o2111a_1 -> nand4_1 -> and4b_1 -> nand4bb_1 -> nor4b_2 -> clkdlybuf4s50_1.
- Summed over all routing layers, the global router reports a total usage of 39.7%.
- Port buffering added 145 buffers.
- Across the VDD grid, the largest voltage drop is 0.00693 mV.
- The worst path needs 24.24 ns of the cycle, external delays included.
- The synthesis log from Yosys contains 2 warnings.
- The worst hold-check path type is in2out, for reference.
- The combined flip-flop and latch cell area is 0 um2, for reference.
- The endpoint kind of the worst setup timing path is an output port, for reference.
- The number of max-capacitance violations reported is 0, for reference.
- The placed wire-length estimate is 59,300 um, for reference.
- The highest cell delay on the worst timing path is 0.73 ns, for reference.
- The number of gates resized after CTS was 0.
- The final standard cell utilization of the core is 35.8%, for reference.
- Of the total power, the share spent switching nets is 63.7%.
- The launch point of the worst path is instruction[2], for reference.
- After synthesis, flip-flops and latches occupy 0% of the total area.
- The power per cell area is 15.3 nW/um2, for reference.
- The core box area is 36,500 um2, for reference.
- The max-slew violation count is 0, for reference.
- The synthesized netlist cell count is 1,748, for reference.
- The multi-input combinational cells in the finished layout cover a total of 10,100 um2.
- The horizontal die dimension reported for this design is 195 um.
- The finished layout holds 2,300 standard cells, fillers aside.
- Summed over all nets, the switching power comes to 127 uW.
- In the post-synthesis netlist, the biggest area contributors are ha_1 11%, nand2_1 7.6%, a21oi_1 5.7%.
- The worst slew slack as a fraction of its limit is 32.8%, for reference.
- The routed length on met3 is 6950 um, for reference.
- The fraction of the mapped netlist area in adder cells is 10.7%, for reference.
- Per the post-synthesis stats, the area per cell is 6.37 um2.
- Per the gpl log, the routability congestion estimate is 1.08.
- The complex-gate fraction of the synthesized area is 46.4%, for reference.
- In this run the top signal layer used is met5.
- The start-to-end type of the worst setup path is in2out, for reference.
- The script reports the combined buffer and inverter count of the critical path as 4.
- The met2 wirelength from detailed routing is 32,300 um, for reference.
- At the pin with the least slew margin, the transition time is 0.995 ns.
- The combinational share of power is 100.0%, for reference.
- The script parses the final routing iteration and logs DRC violations as 0.
- The internal cell power is 72.3 uW, for reference.
- The worst setup slack after placement is 18.17 ns, for reference.
- The area fraction in and, or, nand and nor cells is 27.2%, for reference.
- The effective utilization at floorplan is 30.5%, for reference.
- The cell seen most often among critical-path stages is clkdlybuf4s50_1, for reference.
- The area fraction in mux cells is 4.02%, for reference.
- The cell type with the largest total area after synthesis is ha_1, for reference.
- The die covers 37,900 um2.
- The routed length per instance is 33.0 um, for reference.
- Of the total power, registers draw 0%.
- The share of cells above drive strength 1 is 7.91%, for reference.
- The setup violation total in the final timing report is 0, for reference.
- The main logic family after synthesis is AND-OR/OR-AND gates, for reference.
- The hold path startpoint is instruction[4], for reference.
- After floorplanning, the core was divided into 70 placement rows.
- The kind of cell with the highest combined delay along the critical path is simple AND/OR/NAND/NOR gates.
- The floorplan step set the die height to 195 um.
- Per report_power, the clock group accounts for 0% of the total.
- Hold-check failures listed in the final report amount to 0.
- The final layout report lists a filler cell count of 3,987.
- After synthesis, the netlist uses 106 different library cells.
- The first global-routing pass estimated 108,000 um of wire.
- The leakage dissipation is 0.00505 uW, for reference.
- For this block, the initial DRC count from the detailed router was 2,014.
- The total overflow left after global routing is 0.
- The met1 layer wirelength in the final routing is 31,500 um, for reference.
- In the finished layout, the clock tree contains a buffer count of 0.
- The data required time reported for the critical path is 33.68 ns.
- Leaving out fill and tap cells, the most frequent cells in the layout are 225 x nand2_1, 145 x clkdlybuf4s50_1, 125 x a21oi_1.
- The type of origin of the critical path is a primary input, for reference.
- The area growth from synthesis to layout is 17.4%.
- The xor-xnor portion of the synthesized cell area is 2.12%, for reference.
- The number of warnings reported in the stage logs is 114.
- The total instance count after detailed placement is 2,300, for reference.
layer usage:
metal | GRT usage [%] | up-vias
met5 | 0 | -
met4 | 21.7 | 4
met3 | 6.93 | 220
met2 | 59.3 | 1131
met1 | 54.1 | 7517
li1 | - | 6918
layout make-up:
| class | instances | share of cell area (%) |
|---|---|---|
| Inverter | 99 | 2.84 |
| Multi-Input combinational cell | 1513 | 77.3 |
| Tap cell | 468 | 4.48 |
| Timing Repair Buffer | 220 | 15.4 |
synthesized netlist by cell type (all sizes together) (21+ instances only):
master  instances
nand2         227
o21ai         135
a21oi         129
nor2          115
inv            99
ha             94
clkbuf         72
nand3          70
buf            64
nor3           63
o211ai         48
a31oi          43
a211oi         38
a22oi          38
o22ai          37
mux2i          29
nor4           27
a311oi         24
xnor2          24
a32oi          23
nand4          21
cell families (layout without fill, tap and decap cells):
family | Yosys count | count (layout)
AND-OR/OR-AND | 729 | 729
XOR/XNOR | 27 | 27
adder cells (fa/ha/maj) | 95 | 95
buffers and inverters | 235 | 319
multiplexers | 39 | 39
AND/OR/NAND/NOR | 623 | 623
stage by stage:
stage	hold slack [ns]	total power, uW	instance area (um2)
final	18.01	199	13100
after global routing	18.06	209	13100
after CTS	18.02	192	13100
after detailed placement	18.01	191	13100
after global placement	18.01	192	13100
after floorplan	16.87	107	11100
worst paths after layout:
| check | end | slack (ns) | depth (start not counted) |
|---|---|---|---|
| min | mem_read | 18.01 | 3 |
| max | zero | 17.86 | 21 |
power groups by stage:
stage | clock network (uW) | registers (uW) | logic (uW)
after CTS | 0 | 0 | 192
after global routing | 0 | 0 | 209
final | 0 | 0 | 199
worst min-delay path, cell delays in order:
cell,delay (ns)
clkdlybuf4s50_1,0.64
nor4_1,0.12
clkdlybuf4s50_1,0.42
Power is estimated from default activity; no workload was simulated.
